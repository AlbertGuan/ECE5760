==> flow/design.v <==
module VGA_640_480(
	input	wire	i_clk,					 
	input	wire	i_pix_stb,				 
	input	wire	i_rst,					 
	output	wire	o_hs,					 
	output	wire	o_vs,					 
	output	wire	o_blanking,				 
	output	wire	o_active,				 
	output	wire	o_screenend,			 
	output	wire	o_animate,				 
	output	wire	[9:0]	o_x,			 
	output	wire	[8:0]	o_y				 
);
	localparam HS_STA = 16;					 
	localparam HS_END = 16 + 96;			 
	localparam HA_STA = 16 + 96 + 48;		 
	localparam VS_STA = 480 + 11;			 
	localparam VS_END = 480 + 11 + 2;		 
	localparam VA_END = 480;				 
	localparam LINE = 800;					 
	localparam SCREEN = 524;				 
	reg [9:0]	h_count;
	reg [9:0]	v_count;
	assign o_hs = ~((h_count >= HS_STA) & (h_count < HS_END));
	assign o_vs = ~((v_count >= VS_STA) & (v_count < VS_END));
	assign o_x = (h_count < HA_STA) ? 0 : (h_count - HA_STA);
	assign o_y = (v_count >= VA_END) ? (VA_END - 1) : (v_count);
	assign o_blanking = ((h_count < HA_STA) | (v_count >= VA_END));
	assign o_active = (h_count >= HA_STA) & (v_count < VA_END);
	assign o_screenend = (h_count == LINE) & (v_count == SCREEN - 1);
	assign o_animate = (h_count == LINE) & (v_count == VA_END - 1);
	always @ (posedge i_clk) begin
		if (0 == i_rst) begin
			h_count <= 0;
			v_count <= 0;
		end
		else if (i_pix_stb)	begin	 
			if (h_count == LINE) begin
				h_count <= 0;
				v_count <= v_count + 1;
			end
			else
				h_count <= h_count + 1;
			if (v_count == SCREEN)
				v_count <= 0;
		end
	end
endmodule
module VGA_Top(
	input	wire	clk,
	input	wire	rst_n,
	output	wire	[7:0]		VGA_R,
	output	wire	[7:0]		VGA_G,
	output	wire	[7:0]		VGA_B,
	output	wire				VGA_HS,		 
	output	wire				VGA_VS,		 
	output	wire				VGA_Blanking,
	output	wire				VGA_active,
	output	wire				VGA_screenend,
	output	wire				VGA_animate
);
	reg	[15:0]		cnt;
	reg				pix_stb;
	always @ (posedge clk)
		{pix_stb, cnt} <= cnt + 16'h4000;
	wire	[9:0]	x;
	wire	[8:0]	y;
	VGA_640_480 display (
		.i_clk(clk),		
		.i_pix_stb(pix_stb),	
		.i_rst(rst_n),		
		.o_hs(VGA_HS),		
		.o_vs(VGA_VS),		
		.o_blanking(VGA_Blanking),	
		.o_active(VGA_active),	
		.o_screenend(VGA_screenend),
		.o_animate(VGA_animate),	
		.o_x(x),
		.o_y(y)
	);
	wire sq_a, sq_b, sq_c, sq_d;
	assign sq_a = ((x > 120) & (y >  40) & (x < 280) & (y < 200)) ? 1 : 0;
    assign sq_b = ((x > 200) & (y > 120) & (x < 360) & (y < 280)) ? 1 : 0;
    assign sq_c = ((x > 280) & (y > 200) & (x < 440) & (y < 360)) ? 1 : 0;
    assign sq_d = ((x > 360) & (y > 280) & (x < 520) & (y < 440)) ? 1 : 0;
    assign VGA_R[3] = sq_b;          
    assign VGA_G[3] = sq_a | sq_d;   
    assign VGA_B[3] = sq_c;          
endmodule
==> flow/run.sh <==
#!/bin/bash
# OpenROAD 26Q1-2900-gdf79404cd8, Yosys 0.63+post, stock flow scripts
make -C /OpenROAD-flow-scripts/flow DESIGN_CONFIG=/design/flow/config.mk WORK_HOME=/design/flow/orfs finish
==> flow/config.mk <==
export PLATFORM = sky130hd
export DESIGN_NAME = VGA_Top
export DESIGN_NICKNAME = VGA_Top
export VERILOG_FILES = /design/flow/design.v
export SDC_FILE = /design/flow/constraint.sdc
export NUM_CORES = 4
export LEC_CHECK = 1
export CORE_AREA = 10 10 112 112
export DIE_AREA = 0 0 122 122
==> flow/constraint.sdc <==
current_design VGA_Top

set clk_period 3.3
set clk_io_pct 0.2

create_clock -name clk0 -period $clk_period [get_ports {clk}]

set non_clock_inputs [all_inputs -no_clocks]
set_input_delay [expr $clk_period * $clk_io_pct] -clock clk0 $non_clock_inputs
set_output_delay [expr $clk_period * $clk_io_pct] -clock clk0 [all_outputs]
==> job_summary.md <==
### Yosys + OpenROAD results

| Metric | Value |
|---|---|
| Outcome | `finished, final reports clean` |
| Synth area leader | `dfxtp_1` |
| R2r endpoint | `display.v_count[3]` |
| CTS hold repair buffers | `0` |
| Clock buffer depth | `2` |
| Die X | `around 120 um` |
| Max cap viols | `0` |
| Global-route wire length before repair | `7.755 mm` |
| Synth Warn # | `23` |
| Kind of critical path | `flop to output pin` |
| Largest net degree at the start of global routing | `20` |
| Cell Chain, Critical Path | `and4_1 -> nor3_1 -> a31oi_1 -> o21ai_0 -> nor4bb_1 -> clkdlybuf4s50_1` |
| Peak supply drop | `0.1039 mV` |
| Post-DP Area | `roughly 0.0021 mm^2` |
| Unrepaired setup endpoints after global routing | `no` |
| Setup Skew | `3.013 ps` |
| I/O pin cnt | `32` |
| Yosys stat area | `approximately 0.0020 mm^2` |
| Gate Count Post-Synth | `around 270` |
| Dominant cell area share | `between 20% and 30%` |
| CP top delay family | `simple AND/OR/NAND/NOR gates` |
| Post-Layout Cell Count | `between 300 and 400` |
| Max Fclk | `around 330 MHz` |
| Vias per std cell | `approximately 4.4` |
| Core Rows | `37` |
| CORE AREA | `roughly 0.010 mm^2` |
| Design Area, Final | `approximately 0.0022 mm^2` |
| Design Power | `0.4620 mW` |
| Gpl congestion | `approximately 0.93` |
| # Post-CTS Setup Buffers | `0` |
| Final core area utilization | `21.14%` |
| Leakage power | `roughly 0.76 nW` |
| Routed length per instance | `11.61 um` |
| R2r worst-path depth | `8` |
| Crit path arrival time | `between 2000 and 2500 ps` |
| Post-synth EDFFs | `0` |
| Final Setup Violations | `0` |
| Die footprint | `0.01488 mm^2` |
| Post-DRT Antenna Nets | `0` |
| Place WS | `364.6 ps` |
| Sequential share of power | `about 60%` |
| DRT iter0 DRCs | `a little over 200` |
| DP HPWL | `between 3 and 4 mm` |
| Initial antenna violation count | `0` |
| CP max stage cell | `dfxtp_1` |
| Synth unique cells | `around 54` |
| Clock sinks | `23` |
| Hold Slack | `approximately 390 ps` |
| Drt drc | `0` |
| WP depth | `6` |
| Total global-route track usage | `5.990%` |
| Synth Flop Type | `dfxtp_1` |
| Proportion of layout cells with a drive suffix above 1 | `6.130%` |
| Routed WL | `between 4 and 5 mm` |
| CP Capture Type | `output pin` |
| Power Density | `approximately 210 mW/mm^2` |
| Final Cycle Share | `roughly 93%` |
| Final min period | `about 3100 ps` |
| Worst setup SP type | `flop` |
| Pin slew with the least headroom to its limit | `between 500 and 600 ps` |
| R2r setup slk | `1450 ps` |
| Area Overhead vs Synth | `8.197%` |
| Async SR Flop Fraction | `0%` |
| TritonCTS clock tree | `built` |
| Hold Fails Final Rpt | `0` |
| Inst Count DP | `slightly below 400` |
| Clk latency late pin | `roughly 270 ps` |
| Vias in the first global route | `between 1500 and 2000` |
| Ys cells | `around 270` |
| CP Data Required Time | `between 2000 and 3000 ps` |
| Root buffer cell | `clkbuf_8` |
| Antenna diodes | `0` |
| Buf/Inv on CP | `1` |
| Syn avg cell area | `between 7 and 8 um^2` |
| Synth Seq Share | `between 20% and 30%` |
| CTS buffer count | `3` |
| Combinational power share | `1.7%` |
| Switching part of the total | `about a fifth` |
| R2r startpoint | `display.h_count[0]` |
| Register clock-pin slew on the reported worst setup and hold paths | `approximately 80 ps` |
| HP Class | `flop to flop` |
| Clock power frac | `a little under two fifths` |
| Slew Viols, Final | `0` |
| Most numerous logic cells after layout | `25 x nor2_1, 23 x dfxtp_1, 21 x conb_1, 18 x o21ai_0, 16 x nand2_1` |
| Setup TNS Final | `0 ps` |
| Post-CTS sizing | `0` |
| CP max stage delay | `between 600 and 700 ps` |
| Log Warnings | `29` |
| Worst Path Max Fanout | `12` |
| PortBufs | `10` |
| Post-synth regs | `23` |
| FP Util | `19.54%` |
| Vias | `roughly 1700` |
| DRT Pass-1 Iters | `4` |
| Remaining global-route overflow | `0` |
| P_sw | `0.09878 mW` |
| H-tree lvl count | `1` |
| Die Ht | `approximately 120 um` |
| Synthesized area | `around 0.002 mm^2` |
| CP Capture Point | `VGA_B[3]` |
| Final setup margin | `roughly 230 ps` |
| Int Power | `around 0.36 mW` |
| Top cells by area | `dfxtp_1 23%, buf_4 9.4%, ha_1 5.0%` |
| Most frequent logic cell in the layout | `nor2_1` |
| Relative slew margins | `between 60% and 70%` |
| Critical Path Start | `display.v_count[5]` |
[registers in the layout, indices dropped and copies added (netlist names)]
name and count:
cnt 2, display.h_count 10, pix_stb 1, display.v_count 10
[worst register-to-register path, stage by stage (launching register included)]
cell	delay (ps)
dfxtp_1	360
inv_1	80
ha_1	140
and4b_1	170
and4_1	240
buf_4	200
o211ai_2	110
or3_1	360
a21oi_1	130
[cells in the mapped netlist (4+ instances only)]
cell type  instances
nor3_1            13
buf_2             11
xor2_1            10
or3_1              5
buf_4             25
inv_1             11
o211ai_1           5
nor2_1            25
nand2_1           16
a21oi_1            6
xnor2_1            6
clkbuf_1           6
a31oi_1            4
o21ai_0           18
dfxtp_1           23
nand4_1            7
ha_1               8
nand3_1           11
[area by class of cell]
cell class | instances | area, um^2
Clock buffer | 3 | 41.29
Clock inverter | 1 | 5.005
Fill cell | 1112 | 8068
Inverter | 11 | 41.29
Multi-Input combinational cell | 206 | 1290
Sequential cell | 23 | 460.4
Tap cell | 136 | 170.2
Timing Repair Buffer | 17 | 155.1
[metal layers]
metal | global-route usage [%] | part of all wire [%] | up-vias
li1 | - | - | 899
met1 | 8.749 | 50 | 773
met2 | 9.556 | 44 | 54
met3 | 0.4695 | 5.0 | 4
met4 | 1.043 | 1.1 | 0
met5 | 0 | 0 | -
[power by group through the flow]
stage / Sequential [mW] / Clock (mW) / Combinational [mW]
4_1_cts: 0.277 / 0.185 / 0.00885
5_1_grt: 0.277 / 0.194 / 0.0101
6_report: 0.277 / 0.177 / 0.00769
[logic make-up (layout without fill, tap and decap cells)]
group / count (synthesis) / count (layout) / share of synthesized area [%]
and+or+nand+nor: 103 / 103 / 28.41
buffers and inverters: 56 / 32 / 16.33
AOI/OAI and AO/OA: 55 / 55 / 18.52
DFF: 23 / 23 / 23.03
xor gates and xnor gates: 16 / 16 / 7.009
adders and majority gates: 8 / 8 / 5.006
muxes: 3 / 3 / 1.502
other: 1 / 21 / 0.1876
[worst min path at each step]
stage | endpoint | cells past startpoint | start
after CTS | cnt[14] | 1 | cnt[14]
after global routing | cnt[14] | 1 | cnt[14]
final | cnt[14] | 1 | cnt[14]
Power is estimated from default activity; no workload was simulated.
